==> design/flow/design.v <==
module byte_stream_adder #(
    parameter DATA_WIDTH = 8,
    parameter STREAM_LENGTH = 16
)(
    input  logic clock,
    input  logic reset,
    input  logic [DATA_WIDTH-1:0] a_data,
    input  logic a_valid,
    output logic a_ready,
    input  logic [DATA_WIDTH-1:0] b_data,
    input  logic b_valid,
    output logic b_ready,
    output logic [DATA_WIDTH:0] sum_data,   
    output logic sum_valid,
    input  logic sum_ready
);
    logic [$clog2(STREAM_LENGTH):0] byte_count;
    wire input_handshake = a_valid && b_valid && a_ready && b_ready;
    wire output_handshake = sum_valid && sum_ready;
    assign a_ready = !sum_valid || sum_ready;
    assign b_ready = a_ready;   
    always_ff @(posedge clock or posedge reset) begin
        if (reset) begin
            sum_data <= '0;
            sum_valid <= 1'b0;
            byte_count <= '0;
        end else begin
            if (output_handshake) begin
                sum_valid <= 1'b0;
            end
            if (input_handshake) begin
                sum_data <= a_data + b_data;
                sum_valid <= 1'b1;
                if (byte_count < STREAM_LENGTH) begin
                    byte_count <= byte_count + 1'b1;
                end
            end
        end
    end
endmodule
==> design/flow/run.sh <==
#!/bin/bash
# OpenROAD 26Q1-2900-gdf79404cd8, Yosys 0.63+post, stock flow scripts
make -C /OpenROAD-flow-scripts/flow DESIGN_CONFIG=/design/flow/config.mk WORK_HOME=/design/flow/orfs finish
==> design/flow/config.mk <==
export PLATFORM = sky130hd
export DESIGN_NAME = byte_stream_adder
export DESIGN_NICKNAME = byte_stream_adder
export VERILOG_FILES = /design/flow/design.v
export SDC_FILE = /design/flow/constraint.sdc
export NUM_CORES = 4
export LEC_CHECK = 1
export CORE_AREA = 10 10 70 70
export DIE_AREA = 0 0 80 80
==> design/flow/constraint.sdc <==
current_design byte_stream_adder

set clk_period 2.9
set clk_io_pct 0.2

create_clock -name clk0 -period $clk_period [get_ports {clock}]

set non_clock_inputs [all_inputs -no_clocks]
set_input_delay [expr $clk_period * $clk_io_pct] -clock clk0 $non_clock_inputs
set_output_delay [expr $clk_period * $clk_io_pct] -clock clk0 [all_outputs]
==> impl_metrics.yaml <==
# yosys + openroad results
final_layout:
  drive_gt1_share_pct: 6.60
  final_cell_mix: "clkdlybuf4s50_1, nand2_1, dfrtp_1, o21ai_0, ha_1"
  area_growth_pct: 54.8
  seq_area_um2: 250
  layout_top_cell: "clkdlybuf4s50_1"
  n_fill_cell: 367
  logic_area_um2: 427
synth:
  ys_seq_share_pct: 35.8
  yosys.area.top_type: "dfrtp_1"
  syn_avg_cell_area_um2: 9.43
  ys_cells: 74
  yosys_area_um2: 698
  area_leaders: "dfrtp_1, ha_1, o21ai_0, nand2_1, a21oi_1"
  ff_type: "dfrtp_1"
  async_flop_share_pct: 100
  ys_seq_elements: 10
  netlist_area_um2: 698
  synth_cells: 74
  synthDistinctLibCells: 27
  synth_top_area_share_pct: 35.8
  edf_count: 0
  yosys_warnings: 1
setup_path:
  crit_path_start_kind: "input port"
  crit_required_ps: 3020
  critPathKind: "in2reg"
  critPathTopFamily: "AND-OR/OR-AND gates"
  endpoint_kind: "register"
  cp_slowest_cell: "fa_1"
  cp_cell_sequence: "clkdlybuf4s50_1, ha_1, fa_1, a211o_1, o211ai_2, nor3b_1, a311oi_1, o21ai_1"
  arrival_ps: 2480
  path_max_fanout: 4
  max_stage_delay_ps: 420
  critPathBufInv: 1
route:
  vias: 635
  drtPass1Iterations: 3
  drt_iter0_markers: 39
  wirelength_um: 1720
  drtAntennaViolNets: 0
  avgRoutedWirePerCell_um: 11.3
  drc_errors: 0
  post_drt_via_cell_ratio: 4.18
  antennaDiodeCount: 0
placed_design:
  dp_hpwl_um: 1490
  gp_congestion: 0.747
  numPortBuffers: 32
grt:
  grt_pass1_wl_um: 2620
  met2_usage_pct: 6.98
  grt_max_degree: 16
  grt_use_met3_pct: 2.50
  grt_usage_pct: 4.97
  overflow: 0
  antenna_found_initial: 0
  grt_pass1_vias: 600
  met1_usage_pct: 6.73
  top_usage_layer: "met2"
final_timing:
  max_slew_margin_pct: 66.5
  rsz0062_at_grt: "false"
  fin_skew_ps: 1.63
  finalClockPeriodUsage_pct: 81.2
  worst_pin_slew_ps: 501
  setup_viol_count_final: 0
  fmax_mhz: 424
  setup-tns-final_ps: 0
  hold_violations: 0
  timing.final.crit_period_ps: 2360
  drv_slew: 0
clock_tree:
  ctsLongestPathBuffers: 2
  cts.sinks: 10
  cts_max_level: 1
  cts_resized: 0
  clkTransAtPathRegs_ps: 60
  root_buffer: "clkbuf_4"
  cts_setup_buffers: 0
  clk_latency_ps: 250
  numCtsBuffers: 3
  cts_tree: "built"
  postCtsHoldBufs: 0
floorplanning:
  ios: 33
  die_area_um2: 6400
  dieWidth_um: 80
  die_h_um: 80
  rows: 21
  initial_utilization_pct: 20.4
  core_area_um2: 3420
outcome:
  status: "completed"
run:
  cap_violations: 0
  tool_warnings: 25
power:
  ir_drop_mv: 0.124
  power.total_uw: 458
  power.density_nw_per_um2: 423
  leakagePower_uw: 0.000465
hold_path:
  hold_path_class: "reg2reg"
==> layer usage <==
layer / share of wire (%) / routed length, um
met3: 13 / 222
met1: 48 / 817
met2: 39 / 666
met5: 0 / 0
met4: 0.70 / 12
==> sequential cells by signal, summed over array words and instances (netlist names) <==
signal     flops
sum_data       9
sum_valid      1
==> area by class of cell <==
class / count / share of cell area (%)
multi-input cells: 60 / 39.5
repair buffers: 32 / 29.6
flip-flops and latches: 10 / 23.1
well taps: 46 / 5.32
clock buffers: 3 / 2.08
inverters: 1 / 0.347
==> where the power goes <==
group	switching (uW)	internal, uW	leakage (uW)
clock	41.1	47.6	0.0000138
combinational	64.1	120	0.000330
sequential	15.3	170	0.000121
total	121	337	0.000465
==> worst reg2reg max path: cells and delay by family, from the launching register on <==
kind             cells  cell delay, ps
DFF                  1             370
muxes                1             410
and+or+nand+nor      2             560
==> cell families (layout without fill, tap and decap cells) <==
kind of cell	after synthesis	in the layout	share of synthesized area [%]
compound gates	28	28	25.5
xor+xnor	4	4	5.02
fa+ha+maj	9	9	17.2
buf+inv	4	36	3.05
flops	10	10	35.8
mux	2	2	3.23
simple gates	17	17	10.2
==> Yosys cell counts, drive strengths merged (2+ instances only) <==
library cell,n
dfrtp,10
ha,8
mux2,2
o211ai,2
a211o,3
buf,2
nor2,3
xor2,3
a21o,2
o21ai,11
nand2,11
a21oi,6
==> through the flow <==
step           area [um2]  setup slack (ps)  utilization (%)  hold slack (ps)  instances
6_report             1080               544             31.6              476        152
5_1_grt              1080               398             31.6              516        152
4_1_cts              1080               536             31.6              483        152
3_5_place_dp         1060               269             31.0              470        149
3_3_place_gp         1060               295             31.0              461        149
2_1_floorplan         698               797                -              420         74
==> worst paths after layout <==
kind	from	endpoint	slack (ps)	depth (start not counted)
worst min register to register	sum_data[2]	sum_data[2]	480	2
worst min-delay path	sum_data[2]	sum_data[2]	480	2
worst max-delay path	a_data[0]	sum_data[6]	540	8
min in group asynchronous	reset	sum_data[6]	600	2
max in group asynchronous	reset	sum_data[0]	2040	2
worst max register to register	sum_valid	sum_data[0]	1440	3
Power and IR drop assume default switching activity.
